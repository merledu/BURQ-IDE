[./constraint.sdc]
current_design ImmGen

set clk_period 12.3
set clk_io_pct 0.2

create_clock -name clk0 -period $clk_period

set non_clock_inputs [all_inputs -no_clocks]
set_input_delay [expr $clk_period * $clk_io_pct] -clock clk0 $non_clock_inputs
set_output_delay [expr $clk_period * $clk_io_pct] -clock clk0 [all_outputs]
[./run.sh]
#!/bin/bash
# OpenROAD 26Q1-2900-gdf79404cd8, Yosys 0.63+post, stock flow scripts
make -C /OpenROAD-flow-scripts/flow DESIGN_CONFIG=/design/flow/config.mk WORK_HOME=/design/flow/orfs finish
[./config.mk]
export PLATFORM = sky130hd
export DESIGN_NAME = ImmGen
export DESIGN_NICKNAME = ImmGen
export VERILOG_FILES = /design/flow/design.v
export SDC_FILE = /design/flow/constraint.sdc
export NUM_CORES = 4
export LEC_CHECK = 1
export CORE_AREA = 10 10 112 112
export DIE_AREA = 0 0 122 122
[./design.v]
`timescale 1ns / 1ps
module ImmGen#(
parameter DataWidth=32
)
(
    input [DataWidth-1:0]pc,
    input [(DataWidth-1)-7:0]instruction,
    output logic [DataWidth-1:0]i_type,
    output logic [DataWidth-1:0]u_type,
    output logic [DataWidth-1:0]s_type,
    output logic [DataWidth-1:0]sb_type,
    output logic [DataWidth-1:0]uj_type
);
logic [11:0] I_type;
logic [19:0] U_type;
logic [11:0] S_type;
logic [12:0] SB_type;
logic [20:0] UJ_type;
always_comb begin
    I_type  = instruction[24:13];
    U_type  = instruction[24:5];
    S_type  = {instruction[24:18],instruction[4:0]};
    SB_type = {instruction[24],instruction[0],instruction[23:18],instruction[4:1],1'b0};
    UJ_type = {instruction[24],instruction[12:5],instruction[13],instruction[23:14],1'b0};
    u_type  = {U_type ,12'b0 };
    i_type  = {I_type [11]  ? 20'hFFFFF : 20'd0,I_type };
    s_type  = {S_type [11]  ? 20'hFFFFF : 20'd0,S_type };
    sb_type = {SB_type[12]  ? 19'h7FFFF : 19'd0,SB_type} + pc;
    uj_type = {UJ_type[20]  ? 11'h7FF   : 11'd0,UJ_type} + pc;
end
endmodule:ImmGen
==> flow_summary.yaml <==
# generated from flow reports
outcome:
  status: "complete, no violations"
power:
  ir_worst_vdd_v: 0.0000327
  p_switching_uw: 112
  power_per_cell_area_nw_per_um2: 59.7
  leakage_uw: 0.00197
  p_int_uw: 173
  power_frac_seq_pct: 0
  clockPowerShare_pct: 0
  combPwrFrac_pct: 100.0
  swShare_pct: 39.3
worst_setup_path:
  critPathMaxFanout: 63
  worstSetupStartpointType: "input port"
  required_ps: 9840
  cpMaxStageDelayCell: "clkdlybuf4s50_1"
  cp.arrival_ps: 5860
  end_kind: "primary output"
  worstSetupPathType: "in -> out"
  path_cells: "buf_2 -> buf_4 -> ha_1 -> a21o_1 -> a21oi_1 -> o21bai_1 -> a21o_1 -> a21o_1 -> a221oi_1 -> mux2_1 -> a311oi_1 -> clkdlybuf4s50_1"
  critPathMaxStageDelay_ps: 520
  cp_common_cell: "a21o_1"
clocking:
  holdBufCountCts: 0
  cts_resized: 0
  cts_setup_buffers: 0
grt:
  grt_pass1_vias: 3402
  grt_pass1_wl_um: 18100
  grt_use_total_pct: 14.6
  grt_overflow: 0
  antenna_found_initial: 0
  grt_max_degree: 64
floorplanning:
  die_h_um: 122
  pin_count: 217
  dieWidth_um: 122
  initCoreUtil_pct: 32.7
  dieArea_um2: 14900
  fp-row-count: 37
  core_um2: 10200
yosys:
  synth_cells: 470
  synth_warnings: 1
  synth_top_area_share_pct: 22.0
  postSynthSeqShare_pct: 0
  ys_top_cells_by_area: "buf_4 22%, ha_1 16%, xnor2_1 11%, a21oi_1 7.9%, a21o_1 4.5%"
  ys_area_um2: 3350
  syn_area_um2: 3350
  synth_cell_types: 56
  synth.largest_area_cell: "buf_4"
  syn_avg_cell_area_um2: 7.12
  synth_stat.cells: 470
final_timing:
  slew_violations: 0
  setup_viol_count_final: 0
  slew_headroom_pct: 61.2
  max_freq_mhz: 120
  layout_setup_ws_ps: 3980
  hold_violations: 0
  min_period_ps: 8320
  grt_setup_unrepaired: "false"
  fin_crit_sh_pct: 67.7
  tns_ps: 0
  worst-slew-pin-transition_ps: 581
flow_run:
  drv_cap: 0
  tool_warnings: 32
route:
  dr.pass1.iters: 4
  drtAntennaViolNets: 0
  num_vias: 3400
  wl_um: 11700
  drt-initial-drc-count: 120
  avgRoutedWirePerCell_um: 16.6
  drc: 0
  antennaDiodeCount: 0
  viasPerCell: 4.82
placement:
  port_buffers: 202
  place_congestion: 0.902
  place_ws_ps: 3970
  dp_hpwl_um: 10400
worst_hold_path:
  hold_class: "in -> out"
cells_and_area:
  flop_area_um2: 0
  area_delta_synth_final_pct: 42.7
  layout-drive-gt1-share_pct: 2.11
  flop-count: 0
  clkbuf_count: 0
==> placed cells by master, fill, tap and decap left out, types with 3 or more instances in the layout <==
cell / n
nand2_1: 34
conb_1: 12
xor2_1: 12
clkdlybuf4s50_1: 201
nor3_1: 7
a21oi_1: 53
nor2b_1: 4
inv_1: 14
a211oi_1: 4
o21ai_0: 5
o21a_1: 3
ha_1: 43
or3_1: 4
nor2_1: 29
o21ai_1: 9
o21bai_1: 14
o211ai_1: 3
a21o_1: 20
xnor2_1: 42
nand4_1: 7
a31oi_1: 5
nand3_1: 4
==> critical path, delay by kind of cell <==
family / cells / cell delay [ps]
AND-OR/OR-AND: 7 / 1490
adder cells (fa/ha/maj): 1 / 450
buffers and inverters: 3 / 1070
multiplexers: 1 / 360
==> cells in the mapped netlist (7+ instances only) <==
library cell / count
xnor2_1: 42
xor2_1: 12
nor3_1: 7
a21oi_1: 53
a21o_1: 20
o21bai_1: 14
clkbuf_1: 11
nand2_1: 34
ha_1: 43
buf_4: 98
nor2_1: 29
o21ai_1: 9
inv_1: 14
nand4_1: 7
==> per-layer routing <==
layer	routed length (um)	global-route usage [%]	vias to the layer above
li1	-	-	1756
met1	5110	18.6	1515
met2	5790	26.4	121
met3	709	1.78	8
met4	127	1.64	0
met5	0	0	-
==> path summary, 6_finish.rpt <==
kind                       startpoint          end  slack (ps)  cells past startpoint
worst min-delay path            pc[0]   sb_type[0]        4920                      0
worst max-delay path  instruction[24]  sb_type[30]        3980                     12
==> cell families after synthesis <==
logic type | count (synthesis) | share of synthesized area (%)
buffers and inverters | 129 | 25.7
other | 1 | 0.112
XOR/XNOR | 54 | 14.1
multiplexers | 2 | 0.673
adder cells (fa/ha/maj) | 45 | 17.3
AND/OR/NAND/NOR | 100 | 13.9
AND-OR/OR-AND | 139 | 28.3
==> final cells by class <==
type / instances / area (um2)
multi-input combinational: 352 / 2530
fill: 993 / 5460
inverter: 14 / 52.6
tap: 136 / 170
timing repair buffer: 203 / 2020
==> metrics by stage <==
step	power (uW)	utilization, %	instance area, um2	cells	hold slack (ps)
2_1_floorplan	138	-	3390	481	4990
3_3_place_gp	291	46.7	4780	705	4920
3_5_place_dp	289	46.7	4780	705	4920
4_1_cts	291	46.7	4780	705	4920
5_1_grt	315	46.7	4780	705	4920
6_report	285	46.7	4780	705	4920
==> power groups by stage <==
stage     registers (uW)  logic (uW)  clock network [uW]
4_1_cts                0         291                   0
5_1_grt                0         315                   0
6_report               0         285                   0
Power is estimated from default activity; no workload was simulated.
