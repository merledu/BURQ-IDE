$ cat config.mk
export PLATFORM = sky130hd
export DESIGN_NAME = Execute
export DESIGN_NICKNAME = Execute
export VERILOG_FILES = /design/flow/design.v
export SDC_FILE = /design/flow/constraint.sdc
export NUM_CORES = 4
export LEC_CHECK = 1
export CORE_UTILIZATION = 30
$ cat constraint.sdc
current_design Execute

set clk_period 12.8
set clk_io_pct 0.2

create_clock -name clk0 -period $clk_period [get_ports {clock}]

set non_clock_inputs [all_inputs -no_clocks]
set_input_delay [expr $clk_period * $clk_io_pct] -clock clk0 $non_clock_inputs
set_output_delay [expr $clk_period * $clk_io_pct] -clock clk0 [all_outputs]
$ cat design.v
`timescale 1ns / 1ps
module ALU#(parameter DataWidth=32)
(
    input [DataWidth-1:0]operand_A,
    input [DataWidth-1:0]operand_B,
    input [5:0]ALU_Control,
    output logic [DataWidth-1:0]ALU_result
);
wire [4:0]shamt = operand_B[4:0];
   assign ALU_result   = 
            (ALU_Control == 6'b000_000)? operand_A + operand_B:                 
            (ALU_Control == 6'b001_000)? operand_A - operand_B:                 
            (ALU_Control == 6'b000_100)? operand_A ^ operand_B:                 
            (ALU_Control == 6'b000_110)? operand_A | operand_B:                 
            (ALU_Control == 6'b000_111)? operand_A & operand_B:                 
            (ALU_Control == 6'b000_010)? {31'd0,(operand_A < operand_B)}:                 
            (ALU_Control == 6'b000_011)? {31'd0,(operand_A < operand_B)}:                 
            (ALU_Control == 6'b000_001)? operand_A << shamt:                    
            (ALU_Control == 6'b000_101)? operand_A >> shamt:                    
            (ALU_Control == 6'b001_101)? operand_A >> shamt:                    
            (ALU_Control == 6'b011_111)? operand_A:                             
            (ALU_Control == 6'b010_000)? {31'd0,(operand_A == operand_B)}:              
            (ALU_Control == 6'b010_001)? {31'd0,(operand_A != operand_B)}:              
            (ALU_Control == 6'b010_100)? {31'd0,(operand_A < operand_B)}:               
            (ALU_Control == 6'b010_101)? {31'd0,(operand_A >= operand_B)}:              
            (ALU_Control == 6'b010_110)? {31'd0,(operand_A < operand_B)}:               
            (ALU_Control == 6'b010_111)? {31'd0,(operand_A >= operand_B)}: 32'd0;           
endmodule:ALU
`timescale 1ns / 1ps
module ALU_Control
(
    input [2:0]func3,
    input [1:0] func7,
    input [2:0]ALU_Operation,
    output logic [5:0]ALU_Control
);
always_comb begin   
     ALU_Control = (ALU_Operation == 3'b011)? 
               6'b011_111 :       
               (ALU_Operation == 3'b010)? 
               {3'b010,func3} :  
               ({ALU_Operation, func7} == {3'b000, 2'b00})? 
               {3'b000,func3} : 
               ({ALU_Operation, func7} == {3'b000, 2'b01})? 
               {3'b001,func3} :
               ({ALU_Operation, func3, func7} == {3'b001, 3'b101, 2'b00})? 
               {3'b000,func3} : 
               ({ALU_Operation, func3, func7} == {3'b001, 3'b101, 2'b01})? 
               {3'b001,func3} : 
               ({ALU_Operation, func3} == {3'b001, 3'b101})? 
               {3'b000,func3} : 
               (ALU_Operation == 3'b001)?                  
               {3'b000,func3} : 
               6'b000_000;       
 end
endmodule:ALU_Control
`timescale 1ns / 1ps
module Execute #(
parameter DataWidth=32,
parameter AddrWidth=10,
parameter RegAddrWidth=5
)
(	
    input   clock,reset,
    input  [DataWidth-1:0]DataMemDataIn,
    input  [DataWidth-1:0]Operand_A,
    input  [DataWidth-1:0]Operand_B,
    input  [2:0]Func3,
    input  [1:0]Func7,
    input  [2:0]ALU_op,
    input  memtoreg,writeEn,readEn,regfileEN,
    input  [RegAddrWidth-1:0]writeBack_reg,
    output logic [2:0]Func_3,
    output logic Reg_EN,MEM_READ,MEM_WRITE,MEM_to_REG,
    output logic [RegAddrWidth-1:0]WB_REG,
    output logic [DataWidth-1:0]ALU_Result,
    output logic [DataWidth-1:0]ALU_result_delay,
    output logic [AddrWidth-1:0]D_MEM_ADDR,
    output logic [DataWidth-1:0]DataIN_MEM
);
logic [5:0]ALU_MUX_CONTROL;
logic [AddrWidth-1:0]Mem_addr;
ALU #(DataWidth)alu
(
    .operand_A(Operand_A),  
    .operand_B(Operand_B),
    .ALU_Control(ALU_MUX_CONTROL),
    .ALU_result(ALU_Result)
);
ALU_Control aluControl
(
    .func3(Func3),
    .func7(Func7),
    .ALU_Operation(ALU_op),
    .ALU_Control(ALU_MUX_CONTROL)
);
assign Mem_addr = ALU_Result[9:0] ;   
always @(posedge clock)begin
    if(reset)begin
        Reg_EN    	 <= 1'b0;
        WB_REG    	 <= 5'b0;
        MEM_READ  	 <= 1'b0;
        MEM_WRITE 	 <= 1'b0;
        MEM_to_REG	 <= 1'b0;
        ALU_result_delay <= 32'd0;
        D_MEM_ADDR	 <= 10'd0;
        DataIN_MEM	 <= 32'd0;
        Func_3           <= 3'd0;
    end
    else begin
        Reg_EN           <= regfileEN;
        WB_REG     	 <= writeBack_reg;
        MEM_READ    	 <= readEn;
        MEM_WRITE  	 <= writeEn;
        MEM_to_REG 	 <= memtoreg;
        ALU_result_delay <= ALU_Result;
        D_MEM_ADDR	 <= Mem_addr;
        DataIN_MEM	 <= DataMemDataIn;
        Func_3           <= Func3;
    end
end
endmodule:Execute
$ cat run.sh
#!/bin/bash
# OpenROAD 26Q1-2900-gdf79404cd8, Yosys 0.63+post, stock flow scripts
make -C /OpenROAD-flow-scripts/flow DESIGN_CONFIG=/design/flow/config.mk WORK_HOME=/design/flow/orfs finish
==> flow_summary.toml <==
# flow metrics
[outcome]
status = "finished clean"

[power]
power.density_nw_per_um2 = 74.85
irDropWorstVdd_mv = 0.06075
p_leak_nw = 5.799

[timing]
hold_viol_final = 0
setup_tns_ns = 0
worstMarginPinSlew_ns = 0.8612
layout_min_cycle_time_ns = 9.977
drv_slew = 0
worst_slack_ns = 2.823
setup-violations-final = 0
whs_ns = 2.652
max_slew_margin = 0.4243
clock.fmax_mhz = 100.2
grt_setup_unrepaired = "no"
period_used_share = 0.7795

[detailed_routing]
postRouteAntennaNets = 0
drtIter0Drc = 1595
drc = 0
first_pass_iters = 7
wire_per_inst_um = 23.58
finalWirelength_um = 51460
viasPerCell = 5.947
routed-via-count = 12980

[min_path]
hp-class = "input port to flop"
whs_path_depth = 2
worstHoldStart = "reset"

[die]
die_h_um = 198.1
die-area_um2 = 39260
io_pins = 233
fp_util = 0.3057
die_w_um = 198.1
core_area_um2 = 37760
num_rows = 71

[logic_synthesis]
flop_cell = "dfxtp_1"
async_flop_share = 0
most_common_cell = "nand2_1"
edf_count = 0
synth_flops = 76
netlist_top_cells_count = "135 x nand2_1, 134 x nor2_1, 101 x inv_1, 97 x ha_1, 94 x a21oi_1"
yosys_warnings = 2
postSynthSeqShare = 0.1318
yosys_cells = 1510
netlist_area_um2 = 11540
synth.distinct_cells = 96
synth_cells = 1510
top_cells_by_area = "dfxtp_1 13%, mux4_2 11%, ha_1 11%, nand2_1 4.4%, nor2_1 4.4%"
ys_chip_area_um2 = 11540
yosys.area.top_type = "dfxtp_1"
top_cell_area_share = 0.1318
syn_area_per_cell_um2 = 7.643

[place]
postPlaceCellArea_um2 = 14150
pre_cts_slack_ns = 2.986
dp_hpwl_um = 40660
gp_congestion = 1.023
dp.cells = 2165
port_buffers = 232

[run]
openroad.warnings = 90
maxCapViolations = 0

[worst_setup_path]
crit_chain = "clkdlybuf4s50_1, buf_4, clkinv_1, ha_1, a2111oi_2, or4b_1, a211oi_1, o21ai_0, a21oi_1, o21ai_0, a31oi_1, clkdlybuf4s50_1"
path_max_fanout = 49
worst-setup-path-type = "input port to primary output"
slowest_stage = "or4b_1"
cp-end-kind = "primary output"
arrival_ns = 7.42
start_kind = "input port"
crit_required_ns = 10.24
startpoint = "Operand_B[4]"
critPathMaxStageDelay_ns = 0.68

[global_route]
grt_use_total = 0.2644
grtUsageMet1 = 0.3891
grt_start_max_net_pins = 62
met2_usage = 0.3926
grt_use_met3 = 0.04964
grt_pass1_wl_um = 75910
busiest_layer = "met2"
antenna_found_initial = 1
grt_overflow = 0
grt_pass1_vias = 11910

[clock_network]
cts_buffer_depth = 2
cts-root-buf = "clkbuf_16"
numCtsBuffers = 9
clock-sinks = 76
cts.htree.levels = 3
clk_pin_slew_worst_paths_ns = 0.07
cts_setup_buffers = 0
hold_buffers = 0
cts_resized = 0
cts_tree = "yes"

[layout]
drive_gt1_frac = 0.09940
fin_area_um2 = 14440
area_growth_syn_to_layout_pct = 25.12
layout.area.seq_um2 = 1521
fillers = 3881
final_cells = 2182
logic_area_um2 = 9000
[cell type report]
type / count / share of cell area
antenna: 1 / 0.0001733
clock buffer: 9 / 0.01560
clock inverter: 7 / 0.004506
inverter: 105 / 0.02729
multi-input combinational: 1202 / 0.6233
sequential: 76 / 0.1054
tap: 511 / 0.04428
timing repair buffer: 271 / 0.1795
[path summary, 6_finish.rpt]
| check | endpoint | slack (ns) |
|---|---|---|
| min | DataIN_MEM[14]$_SDFF_PP0_ | 2.65 |
| max | ALU_Result[0] | 2.82 |
[metrics by stage]
| step | util | total power (W) |
|---|---|---|
| 5_1_grt | 0.3824 | 0.001144 |
| 2_1_floorplan | - | 0.0005747 |
| 4_1_cts | 0.3824 | 0.001082 |
| 3_3_place_gp | 0.3747 | 0.0008210 |
| 6_report | 0.3825 | 0.001081 |
| 3_5_place_dp | 0.3747 | 0.0008202 |
[cell usage in the layout, fill, tap and decap left out, drive strengths merged, types with 25 or more instances in the layout]
| cell | count |
|---|---|
| nor2 | 135 |
| nand3 | 28 |
| dfxtp | 76 |
| nand2 | 135 |
| a31oi | 25 |
| mux4 | 58 |
| a21oi | 96 |
| nor3 | 42 |
| a21o | 26 |
| buf | 44 |
| clkdlybuf4s50 | 227 |
| a211oi | 34 |
| inv | 107 |
| ha | 97 |
| mux2i | 35 |
| o21ai | 86 |
| a221oi | 26 |
| nor2b | 69 |
[sequential cells by signal (all words and copies together) (netlist names)]
signal / cells
ALU_result_delay: 32
DataIN_MEM: 32
WB_REG: 5
Func_3: 3
MEM_READ: 1
MEM_WRITE: 1
MEM_to_REG: 1
Reg_EN: 1
[worst max-delay path: cells and delay by family]
family                     cells  cell delay [ns]
and+or+nand+nor                1             0.68
buffers and inverters          4             1.76
adders and majority gates      1             0.57
AOI/OAI and AO/OA              6             1.82
[cell families (layout without fill, tap and decap cells)]
kind of cell / Yosys count / count (layout) / synth area share
AND-OR/OR-AND: 470 / 470 / 0.2855
AND/OR/NAND/NOR: 519 / 519 / 0.2215
other: 0 / 1 / 0
XOR/XNOR: 3 / 3 / 0.002277
multiplexers: 111 / 111 / 0.1618
adder cells (fa/ha/maj): 99 / 99 / 0.1086
buffers and inverters: 232 / 392 / 0.08857
flip-flops: 76 / 76 / 0.1318
[where the power goes]
| part | internal (W) | total, W | switching [W] |
|---|---|---|---|
| clock network | 0.000136 | 0.000255 | 0.000119 |
| registers | 0.000255 | 0.000260 | 0.00000522 |
| logic | 0.000256 | 0.000565 | 0.000310 |
[metal layers]
| metal | wire, um | part of all wire |
|---|---|---|
| met1 | 22680 | 0.44 |
| met2 | 22360 | 0.43 |
| met3 | 4585 | 0.089 |
| met4 | 1830 | 0.036 |
| met5 | 13 | 0.00025 |
No activity file was given, so power comes from the tool's default toggle rates.
